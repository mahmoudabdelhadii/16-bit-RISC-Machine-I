File: flow/run.sh
#!/bin/bash
# OpenROAD 26Q1-2900-gdf79404cd8, Yosys 0.63+post, stock flow scripts
make -C /OpenROAD-flow-scripts/flow DESIGN_CONFIG=/design/flow/config.mk WORK_HOME=/design/flow/orfs finish
File: flow/config.mk
export PLATFORM = sky130hd
export DESIGN_NAME = Four_IN_Mux
export DESIGN_NICKNAME = Four_IN_Mux
export VERILOG_FILES = /design/flow/design.v
export SDC_FILE = /design/flow/constraint.sdc
export NUM_CORES = 4
export LEC_CHECK = 1
export CORE_AREA = 10 10 70 70
export DIE_AREA = 0 0 80 80
File: flow/constraint.sdc
current_design Four_IN_Mux

set clk_period 1.5
set clk_io_pct 0.2

create_clock -name clk0 -period $clk_period

set non_clock_inputs [all_inputs -no_clocks]
set_input_delay [expr $clk_period * $clk_io_pct] -clock clk0 $non_clock_inputs
set_output_delay [expr $clk_period * $clk_io_pct] -clock clk0 [all_outputs]
File: flow/design.v
module datapath( mdata, sximm8, sximm5, PC, writenum, write, readnum, clk, asel, bsel, vsel, loadb, loada, loadc, loads, shift, ALUop, datapath_out, Z_out, N, V, Z);
	input clk, write, asel, bsel, loadc,loads,loada,loadb;  
	input [2:0] writenum, readnum;	 
	input [1:0] shift, ALUop, vsel;	 
	input [15:0] mdata, sximm8, sximm5 ;	 
	input [8:0] PC;
	wire[15:0] data_in, data_out, in, sout, Ain, Bin, out, A2MUX;
	wire [1:0] shift;
	wire[2:0] Z_internal;  
	output [15:0] datapath_out;
	output N, V, Z;
	output [2:0] Z_out;
	Four_IN_Mux inMuxNew(.mdata(mdata), .sximm8(sximm8), .PC16({7'b0000000,PC}), .C(datapath_out), .vsel(vsel), .out(data_in));
	regfile REGFILE(data_in, writenum, write, readnum, clk, data_out);		 
	ALU U2 (.Ain(Ain), .Bin(Bin), .ALUop(ALUop), .out(out), .status(Z_internal));			 
	vDFFE #(16) A (clk, loada, data_out, A2MUX);							 
	vDFFE #(16) B (clk, loadb, data_out, in);								 
	vDFFE #(16) C (clk, loadc, out, datapath_out);							 
	MUX muxA (16'b0, A2MUX, asel, Ain);										 
	MUX muxB (sximm5, sout, bsel, Bin);		 
	shifter U1 (in, shift, sout);											 
	vDFFE #(3) status(clk, loads, Z_internal, Z_out);	 
	assign {N,V,Z} = Z_out;
endmodule
module MUX(a,b,sel,out);
	parameter m = 16;		 
	input [m-1:0] a, b;		 
	input sel;				 
	output [m-1:0] out;		 
	assign out = (sel ? a : b);	 
endmodule
module Four_IN_Mux(mdata, sximm8, PC16, C, vsel, out);
	input [15:0] mdata, sximm8, PC16, C;
	input [1:0] vsel;
	output [15:0] out;
	reg [15:0] out;
	always@(*) begin   
	case(vsel)
	2'b00: out = C;
	2'b01: out = PC16;
	2'b10: out = sximm8;
	2'b11: out = mdata;
	default out = {16{1'bx}};
	endcase
	end  
endmodule
==> Slide: Implementation Results <==
Run Summary

Final timing
  • Slew headroom: 0.926
  • RSZ-0062 raised after global routing: no
  • # setup viols final: 0
  • Tcrit/Tclk final: 0.965
  • Final hold viol count: 0
  • Fmax: 0.690 GHz
  • Pins Over Slew Limit: 0
  • Post-layout min period: 1450 ps
  • Worst-margin pin slew: 110 ps
  • Setup ws final: 51.8 ps

Synth
  • Cell area after synthesis: 424 um^2
  • Chip area in the Yosys report: 424 um^2
  • Post-synthesis sequential area ratio: 0
  • Mapped Cells: 20
  • Post-synth cell types: 5
  • Ys cells: 20
  • Synth area leader: mux4_2
  • Yosys warns: 1
  • Count leader, synth: mux4_2
  • Post-synth top cells: mux4_2, mux4_1, buf_2
  • Synth top area share: 0.531
  • Largest cells by area: mux4_2, mux4_1, buf_12, buf_6, buf_2
  • Syn avg cell area: 21.2 um^2

Route
  • First-pass iteration count of the detailed router: 2
  • Ant. Diodes: 0
  • DRC viols: 0
  • Vias after detailed routing: 596
  • Iteration-0 DRC Markers: 3
  • Routed WL: 2.64 mm
  • Antenna viol nets, final: 0
  • Via-per-instance ratio: 4.03
  • Avg WL per Cell: 17.9 um

Cells and area
  • Final core occ: 0.345
  • Synth-to-Final Area Change: 178%
  • FF+latch area: 0 um^2
  • Non-Filler Instances: 148
  • Share of cells above drive strength 1: 0.373
  • CLK BUF: 0
  • Seq cells: 0

GRT
  • Pin count of the biggest net entering global routing: 9
  • Vias in the first global route: 752
  • GRT Total Usage: 0.0812
  • Global route total overflow: 0
  • Initial antenna violation count: 0
  • Global-route wire length before repair: 4.06 mm

Power and ir drop
  • VDD IR max: 0.112 mV
  • Leak: 0.000564 uW
  • Sequential power share: 0
  • Clock power frac: 0
  • Switching pwr: 66.2 uW
  • Total power: 276 uW
  • Internal cell power: 210 uW
  • Net Sw Frac: 0.239
  • Pwr Density: 235 mW/mm^2
  • Combinational share of power: 1.000

Min path
  • Worst Hold Class: input port to primary output

Setup path
  • Slowest CP cell: mux4_2
  • Critical path destination: out[9]
  • Critical Path Source: vsel[0]
  • Biggest cell delay along the critical path: 490 ps
  • Worst Path Required: 1200 ps
  • Crit path capture type: primary output
  • Crit path depth: 4
  • Worst-path cell chain: buf_8, buf_12, mux4_2, buf_2
  • Worst Path Class, Setup: input port to primary output
  • Critical Path Source Type: input port
  • Crit path max-delay family: multiplexers
  • Critical Path Fanout Max: 8
  • Worst Path Buf+Inv: 3
  • Arrival @ worst endpoint: 1150 ps

Run
  • Max_cap viols: 0
  • Count of tool warnings: 32

Clock network
  • Post-CTS Hold Fix Bufs: 0

Floorplanning
  • Core area: 0.00342 mm^2
  • Initial Util: 0.124
  • Num rows: 21
  • Die Span Y: 80 um
  • Die X: 80 um
  • Io pins: 82
  • Die area: 0.00640 mm^2

Place
  • Dpl cells: 146
  • Port bufs: 82
  • Pre-CTS setup slack: -803 ps
  • Final RePlAce weighted congestion: 0.813

Run status
  • Status: complete, no violations
## cells by family after synthesis
group | Yosys count | synth area share
muxes | 16 | 0.903
buffers and inverters | 4 | 0.0973
## final cells by class
type / instances / area, um^2
fill: 379 / 2240
multi-input combinational: 16 / 360
tap: 46 / 57.6
timing repair buffer: 86 / 761
## metal layers
layer / track usage / up-vias / share of wire / routed length, um
met5: 0 / - / 0 / 0
met4: 0 / 0 / 0 / 0
met3: 0.0602 / 0 / 0.21 / 543
met2: 0.120 / 65 / 0.39 / 1020
met1: 0.0996 / 262 / 0.41 / 1080
li1: - / 269 / - / -
## worst min path at each step
stage,startpoint,endpoint,slack [ps],cells after the start
5_1_grt,sximm8[8],out[8],1100,3
6_report,sximm8[8],out[8],1080,3
4_1_cts,sximm8[3],out[3],1090,3
## metrics by stage
step / hold WS, ps / setup TNS [ps] / area [um^2]
after floorplan: 759 / 0 / 424
after global placement: 1720 / -12110 / 1300
after detailed placement: 1720 / -12120 / 1300
after CTS: 1090 / 0 / 1170
after global routing: 1100 / 0 / 1180
final: 1080 / 0 / 1180
## placed cells by master, fill, tap and decap left out
master | netlist | final
bufbuf_16 | 0 | 1
mux4_2 | 10 | 16
dlygate4sd2_1 | 0 | 64
buf_12 | 1 | 2
buf_2 | 2 | 17
buf_8 | 0 | 1
buf_16 | 0 | 1
## power groups by stage
stage | clock network [uW] | registers, uW | logic [uW]
4_1_cts | 0 | 0 | 283
5_1_grt | 0 | 0 | 304
6_report | 0 | 0 | 276
## repair_timing
| action | CTS | global route |
|---|---|---|
| setup endpoints to repair | 16 | 1 |
| gates cloned | 2 | 0 |
| gates resized | 130 | 1 |
| buffers inserted | 0 | 0 |
Power figures rest on the tool's default switching activity, not on a simulated workload.
