## design/flow/config.mk

```make
export PLATFORM = sky130hd
export DESIGN_NAME = ALU
export DESIGN_NICKNAME = ALU
export VERILOG_FILES = /design/flow/design.v
export SDC_FILE = /design/flow/constraint.sdc
export NUM_CORES = 4
export LEC_CHECK = 1
export CORE_AREA = 10 10 111 111
export DIE_AREA = 0 0 121 121
```

## design/flow/constraint.sdc

```tcl
current_design ALU

set clk_period 8.1
set clk_io_pct 0.2

create_clock -name clk0 -period $clk_period

set non_clock_inputs [all_inputs -no_clocks]
set_input_delay [expr $clk_period * $clk_io_pct] -clock clk0 $non_clock_inputs
set_output_delay [expr $clk_period * $clk_io_pct] -clock clk0 [all_outputs]
```

## design/flow/design.v

```verilog
module ALU(Ain,Bin,ALUop,out,status);
	input [15:0] Ain, Bin;
	input [1:0] ALUop;
	output reg [15:0] out;
	output [2:0] status;
	wire bsub;
	assign bsub = (Bin[15]^(~ALUop[1]&ALUop[0])); 
	assign status[0] = (|out)? 1'b0 : 1'b1; 
	assign status[2] = out[15]; 
	assign status[1] = (ALUop !== 2'b11) ? (~(Ain[15]^bsub)&(Ain[15]^out[15])): 1'b0; 
	always @(*) begin
		case(ALUop)
			2'b00: out <= Ain + Bin;
			2'b01: out <= Ain - Bin;
			2'b10: out <= Ain & Bin;
			2'b11: out <= ~Bin;
			default: out <= {16{1'bx}};
		endcase	
	end
endmodule
```

## design/flow/run.sh

```bash
#!/bin/bash
# OpenROAD 26Q1-2900-gdf79404cd8, Yosys 0.63+post, stock flow scripts
make -C /OpenROAD-flow-scripts/flow DESIGN_CONFIG=/design/flow/config.mk WORK_HOME=/design/flow/orfs finish
```

==> reports/notes.md <==
The run finished with clean final reports. The hold path startpoint was Ain[15]. Summed over all failing endpoints, the final setup total negative slack is 0 ns. For hold timing, the worst endpoint is status[1]. Static timing analysis puts the maximum clock frequency at 0.129 GHz. The run gives 1580 um2 as the netlist area before placement. The logs give 6.48 ns for the worst endpoint required time and 0.706 for the max-slew headroom at the worst pin. The most common logic cells in the final layout are sky130_fd_sc_hd__clkdlybuf4s50_1 (53), sky130_fd_sc_hd__o21ai_0 (27), sky130_fd_sc_hd__nand2_1 (19), sky130_fd_sc_hd__ha_1 (17), sky130_fd_sc_hd__nand3_1 (14).

The area growth from synthesis to layout works out to 42.4%. The synthesis report lists the most area-consuming cells as sky130_fd_sc_hd__ha_1 (13%), sky130_fd_sc_hd__o21ai_0 (8.6%), sky130_fd_sc_hd__xnor2_1 (7.2%). For this sky-water flow run, the detailed-routed wirelength per cell is reported as 13.7 um. The most common logic cell in the routed design was sky130_fd_sc_hd__clkdlybuf4s50_1. The run gives 0.160 as the pre-placement core utilization. The die is 121 um tall.

The number of hold violations in the final report is 0. For the total count of max-transition violations in the final report, the log shows 0. The power density relative to cell area came out at 87.5 nW/um2.

The report gives the cell count of the worst hold path as 4. The count of nets left with antenna violations once routing finished came out at 0. For the count of clock-net buffers in the final layout, the log shows 0.

The tools report the aggregate global-route resource usage as 0.0737. The category of the critical setup timing path was input pin to primary output. The path category of the worst min-delay check was input pin to primary output.

The final period demand of the worst path was 7.75 ns. Across all hold checks on the routed design, the worst slack comes to 4.30 ns. The horizontal die dimension reported for this design is 121 um. The area share of the leading cell type in the synthesized netlist is 0.135, and the count of unique library cells instantiated by Yosys is 53.

Input and output buffers added on the ports amount to 53. The run gives 0.853 nW for the reported leakage power. The number of antenna violations at the first check in global routing was 0; the via density per instance was 4.47. Looking at the VDD voltage map, the peak drop is 0.0350 mV.

The logs give 415 for the number of standard cells in the final layout excluding fillers and 1771 for the number of global-route vias before repair. The average footprint of a synthesized cell was 6.84 um2; the final weighted congestion in routability-driven placement was 0.853. The tools report the count of endpoints failing setup in the final report as 0. For the logic area, the log shows 1460 um2.

The chip occupies 14600 um2. Sorting the Yosys area breakdown by cell type puts at the top sky130_fd_sc_hd__ha_1. The run gives 0 as the sequential cell count. Setup repair after global routing left no endpoint under its margin. The post-CTS hold buffer count recorded in the log is 0. The report counts max-capacitance violations totalling 0. 0 antenna diodes ended up in the layout.

The slew at the pin closest to its max-slew limit works out to 0.435 ns. The share of final-layout standard cells stronger than drive strength 1 works out to 0.0567. With the yosys stat chip area at 1580 um2, the via total after detailed routing is 1857. The first detailed-routing pass took 6 iterations.

The run gives 415 for the number of cells in the design after placement. The worst setup path is captured at a primary output. The floorplan report gives the top-level pin count as 53. DRC violations left: 0. The post-CTS setup buffer count came out at 0. Final period utilization: 0.957. After technology mapping, the gate count stands at 231. The number of synthesis warnings came out at 1.

The overall power after layout is 0.197 mW. The site row count was 36. The total core area is 9860 um2. The first global-routing pass estimated 8960 um of wire. The worst setup path is launched from an input pin.

Across all stage logs, warnings added up to 33. The run gives 138 for the violation count after the first detailed-route iteration. Across the whole layout, storage elements account for 0 um2. With the post-DP HPWL at 4900 um, the sum of overflow across all layers after global routing is 0.

The run gives 5 for the highest net fanout along the worst path. The total wirelength of the detailed-routed design is 5670 um. The run gives 1086 as the number of filler cells placed in the layout.

With the arrival time of the worst setup path at 6.13 ns, the largest net degree at the start of global routing is 39. The post-synthesis cell count from yosys is 231, and the total of cells resized after clock tree synthesis is 0. Fraction of the yosys area taken by sequential cells: 0.
critical path, stage by stage:
cell and delay (ns):
sky130_fd_sc_hd__clkdlybuf4s50_1 0.51, sky130_fd_sc_hd__nor4_1 0.37, sky130_fd_sc_hd__buf_4 0.18, sky130_fd_sc_hd__nand2_1 0.07
sky130_fd_sc_hd__o21ai_0 0.21, sky130_fd_sc_hd__xor2_1 0.18, sky130_fd_sc_hd__ha_1 0.30, sky130_fd_sc_hd__a21o_1 0.19
sky130_fd_sc_hd__a21o_1 0.20, sky130_fd_sc_hd__or3_1 0.30, sky130_fd_sc_hd__a31oi_1 0.13, sky130_fd_sc_hd__and3b_1 0.22
sky130_fd_sc_hd__or4_1 0.56, sky130_fd_sc_hd__or4_1 0.43, sky130_fd_sc_hd__nor4_2 0.14, sky130_fd_sc_hd__clkdlybuf4s50_1 0.50
worst max-delay path by stage:
stage	cells past startpoint	end	slack, ns	from
after CTS	16	status[0]	0.34	Bin[4]
after global routing	15	status[0]	0.08	Bin[2]
final	16	status[0]	0.35	Bin[4]
metrics by stage:
step | util | worst slack [ns] | cell area (um2)
final | 0.228 | 0.346 | 2250
after global routing | 0.228 | 0.0835 | 2250
after CTS | 0.228 | 0.343 | 2250
after detailed placement | 0.228 | 0.348 | 2250
after global placement | 0.228 | 0.394 | 2250
after floorplan | - | 1.49 | 1580
cells by family (layout without fill, tap and decap cells):
kind of cell / after synthesis / count (layout) / share of synthesized area
buf+inv: 21 / 72 / 0.0792
mux: 1 / 1 / 0.00633
compound gates: 82 / 82 / 0.339
simple gates: 86 / 86 / 0.301
xor+xnor: 23 / 23 / 0.127
fa+ha+maj: 18 / 18 / 0.147
where the power goes:
group / internal, mW / leakage (nW) / switching [mW]
Combinational: 0.103 / 0.853 / 0.0941
Sequential: 0 / 0 / 0
Clock: 0 / 0 / 0
Total: 0.103 / 0.853 / 0.0941
cell usage after synthesis, types with 3 or more instances:
cell type / count
sky130_fd_sc_hd__ha_1: 17
sky130_fd_sc_hd__o31ai_1: 5
sky130_fd_sc_hd__o211ai_1: 4
sky130_fd_sc_hd__clkbuf_8: 3
sky130_fd_sc_hd__a21oi_1: 11
sky130_fd_sc_hd__a211oi_1: 3
sky130_fd_sc_hd__nor3b_1: 3
sky130_fd_sc_hd__a21o_1: 6
sky130_fd_sc_hd__xor2_1: 10
sky130_fd_sc_hd__nand2_1: 19
sky130_fd_sc_hd__or4_1: 4
sky130_fd_sc_hd__a31oi_1: 6
sky130_fd_sc_hd__nor3_1: 7
sky130_fd_sc_hd__nand2b_1: 6
sky130_fd_sc_hd__o21ai_0: 27
sky130_fd_sc_hd__nand3_1: 14
sky130_fd_sc_hd__or3_1: 3
sky130_fd_sc_hd__inv_1: 12
sky130_fd_sc_hd__nor2_1: 11
sky130_fd_sc_hd__xnor2_1: 13
sky130_fd_sc_hd__o21a_1: 4
sky130_fd_sc_hd__nand3b_1: 3
metal layers:
metal | wire (um) | vias to the layer above | GRT usage
met5 | 0 | - | 0
met1 | 2890 | 822 | 0.112
met2 | 2230 | 63 | 0.105
met4 | 0 | 0 | 0
li1 | - | 972 | -
met3 | 545 | 0 | 0.0227
area by class of cell:
cell class                 count  area share
inverter                      12      0.0200
multi-input combinational    210       0.647
tap                          133      0.0740
timing repair buffer          60       0.259
No activity file was given, so power comes from the tool's default toggle rates.
